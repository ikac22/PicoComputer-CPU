### flow/run.sh
#!/bin/bash
# OpenROAD 26Q1-2900-gdf79404cd8, Yosys 0.63+post, stock flow scripts
make -C /OpenROAD-flow-scripts/flow DESIGN_CONFIG=/design/flow/config.mk WORK_HOME=/design/flow/orfs finish
### flow/config.mk
export PLATFORM = sky130hd
export DESIGN_NAME = register
export DESIGN_NICKNAME = register
export VERILOG_FILES = /design/flow/design.v
export SDC_FILE = /design/flow/constraint.sdc
export NUM_CORES = 4
export LEC_CHECK = 1
export CORE_AREA = 10 10 70 70
export DIE_AREA = 0 0 80 80
### flow/constraint.sdc
current_design register

set clk_period 1.0
set clk_io_pct 0.2

create_clock -name clk0 -period $clk_period [get_ports {clk}]

set non_clock_inputs [all_inputs -no_clocks]
set_input_delay [expr $clk_period * $clk_io_pct] -clock clk0 $non_clock_inputs
set_output_delay [expr $clk_period * $clk_io_pct] -clock clk0 [all_outputs]
### flow/design.v
module register (
    input clk,
    input rst_n,
    input cl,
    input ld,
    input [3:0] in,
    input inc,
    input dec,
    input sr,
    input ir,
    input sl,
    input il,
    output [3:0] out
);
    reg [3:0] out_reg, out_next;
    assign out = out_reg;
    always @(posedge clk, negedge rst_n) begin
        if(!rst_n) 
            out_reg <= 4'h0;
        else
            out_reg <= out_next;
    end
    always @(*) begin
        if(cl) out_next <= 4'h0;
        else if(ld) out_next <= in;
        else if(inc) out_next <= out + 4'h1;
        else if(dec) out_next <= out - 4'h1;
        else if(sr) out_next <= {ir, {3{1'b0}}} | (out >> 1);
        else if(sl) out_next <= {{3{1'b0}}, il} | (out << 1);
    end
endmodule
==> flow_summary.json <==
{
  "outcome": "finished, final reports clean",
  "cts_buffer_depth": 2,
  "unclocked_regs": 4,
  "port_buffers": 17,
  "grt_max_degree": 10,
  "setup_tns_ns": 0,
  "critPathCaptureType": "output port",
  "ys.flops": 8,
  "busiest_layer": "met1",
  "max_stage_delay_ns": 0.37,
  "cp_num_buf_inv": 1,
  "cellLeakagePower_nw": 0.304,
  "vias": 421,
  "synth-async-reset-ratio": 0.500,
  "diodes": 0,
  "antenna_found_initial": 0,
  "ys_sh_adder": 0.0575,
  "cts_hold_buf": 0,
  "cts.clk_slew.worst_paths_ns": 0.04,
  "ys_sh_mux": 0.0460,
  "fillCellCount": 384,
  "topCombFamilyByArea": "AND-OR/OR-AND gates",
  "maxCapViolations": 0,
  "chipWidth_um": 80,
  "areaGrowthSynthToFinish_pct": 62.9,
  "yosys_warnings": 1,
  "ys_area_sq_um": 435,
  "layout_top_cell": "clkdlybuf4s50_1",
  "cts_buffers": 3,
  "warnings": 26,
  "cp_cell_sequence": "clkdlybuf4s15_1",
  "simple_gate_area_frac": 0.126,
  "ys_sh_aoi": 0.250,
  "p_per_area_nw_per_um2": 674,
  "min_period_over_period": 0.977,
  "flop_cell": "dlxtn_1",
  "finalHoldViolCount": 0,
  "firstDrtPassIters": 4,
  "edf_count": 0,
  "yosysCellCount": 50,
  "grt_first_pass_wirelength_um": 2080,
  "worst_pin_slew_ns": 0.403,
  "met2_usage": 0.0490,
  "met3_usage": 0.0159,
  "gp_congestion": 0.817,
  "final_antenna_net_count": 0,
  "routed_wl_um": 1300,
  "max-slew-margin-rel": 0.729,
  "die-area_sq_um": 6400,
  "ioPinCount": 18,
  "synth.cell_area_sq_um": 435,
  "critPathKind": "flop to output port",
  "cp_top_family": "flip-flops",
  "crit_path_top_delay_cell": "dfrtp_1",
  "crit_required_ns": 0.80,
  "max_freq_mhz": 1020,
  "whs_ns": 0.188,
  "hpwl_um": 1060,
  "postSynthAreaPerCell_sq_um": 8.71,
  "path_max_fanout": 2,
  "cts-root-buf": "clkbuf_4",
  "drc_errors": 0,
  "stdcell_count": 118,
  "die_h_um": 80,
  "core_util_floorplan": 0.127,
  "routedWlPerCell_um": 11.0,
  "finalPower_mw": 0.478,
  "untimed_endpoints": 8,
  "ys_types": 24,
  "utilization": 0.208,
  "drtIter0Drc": 47,
  "period_minus_slack_ns": 0.977,
  "min_path_type": "primary input to asynchronous set/reset pin",
  "track_usage": 0.0397,
  "core_area_sq_um": 3420,
  "syn_inst": 50,
  "gr-usage-met1": 0.0584,
  "viasPerCell": 3.57,
  "core.rowCount": 21,
  "cp.depth": 1,
  "grt_pass1_vias": 408,
  "ys_sh_xor": 0.0805,
  "cp_data_arrival_time_ns": 0.78,
  "grt_overflow": 0,
  "layout_top_cells": "clkdlybuf4s50_1, buf_4, a21oi_1",
  "cts-htree-levels": 1,
  "crit_path_start_kind": "flop",
  "drive_above_1_share": 0.167,
  "maxSlewViolCount": 0,
  "dp.cells": 113,
  "irDropWorstVdd_mv": 0.211,
  "cts_tree": "yes",
  "setup_viol": 0
}
-- power breakdown --
part	leakage, nW	total [mW]	internal, mW	switching [mW]
Clock	0.0138	0.197	0.134	0.0626
Sequential	0.0831	0.167	0.167	0.000125
Combinational	0.207	0.115	0.0656	0.0492
Total	0.304	0.478	0.366	0.112
-- final timing paths --
| path | startpoint | to | slack, ns |
|---|---|---|---|
| max | out_reg[1] | out[1] | 0.02 |
| max in group asynchronous | rst_n | out_reg[1] | 0.62 |
| min | rst_n | out_reg[3] | 0.19 |
| min in group clk0 | out_reg[0] | out[0] | 0.86 |
-- layout make-up --
| cell class | instances | area (sq um) | share of cell area |
|---|---|---|---|
| sequential | 8 | 160 | 0.226 |
| tap | 46 | 57.6 | 0.0811 |
| inverter | 4 | 15.0 | 0.0212 |
| timing repair buffer | 23 | 210 | 0.296 |
| clock buffer | 3 | 22.5 | 0.0317 |
| multi-input combinational | 34 | 244 | 0.344 |
-- cell usage after synthesis, drive strengths merged (2+ instances only) --
cell | n | area [sq um]
clkbuf | 2 | 7.51
a211o | 2 | 17.5
nand2 | 2 | 7.51
xnor2 | 3 | 26.3
dlxtn | 4 | 60.1
buf | 2 | 8.75
a221oi | 2 | 23.8
a21oi | 5 | 25.0
mux2i | 2 | 20.0
ha | 2 | 25.0
dfrtp | 4 | 100
nor2 | 4 | 15.0
inv | 4 | 15.0
nor3 | 2 | 15.0
a211oi | 3 | 22.5
nor2b | 2 | 12.5
-- stage by stage --
step	cell area [sq um]	setup slack, ns
floorplan	435	0.389
global placement	677	0.00933
detailed placement	677	-0.00142
CTS	707	0.0133
global route	709	-0.0103
finish	709	0.0233
-- cell families (layout without fill, tap and decap cells) --
group / after synthesis / count (layout)
latches: 4 / 4
AND-OR/OR-AND: 15 / 15
AND/OR/NAND/NOR: 11 / 11
multiplexers: 2 / 2
XOR/XNOR: 4 / 4
buffers and inverters: 8 / 30
adder cells (fa/ha/maj): 2 / 2
flip-flops: 4 / 4
-- per-layer routing --
metal	vias up	wire length [um]
met5	-	0
met4	0	51
met3	4	91
met2	18	498
met1	182	660
li1	217	-
-- what timing repair did --
action / in CTS / in global routing
setup buffers: 1 / 1
setup endpoints to repair: 4 / 2
gates cloned: 0 / 0
resized: 8 / 1
Power is estimated from default activity; no workload was simulated.
